==> ./design.v <==
module Difftest (
    input  wire                         wb_diffen                  ,
    input  wire        [32-1:0]PC                         ,
    input  wire        [32-1:0]Instr                      ,
    input  wire        [32-1:0]IDReg_PC                   ,
    input  wire        [32-1:0]WBReg_PC                   ,
    input  wire                         HoldPCsrc                  ,
    output reg                          diffen                     ,
    output reg         [32-1:0]diffPC                     ,
    output reg         [32-1:0]diffInstr                  ,
    output reg         [32-1:0]nextPC                      
);
assign diffen = wb_diffen;
assign diffPC = wb_diffen? PC : 0;
assign diffInstr = wb_diffen? Instr : 0;
assign nextPC = HoldPCsrc? IDReg_PC : WBReg_PC;
endmodule
==> ./run.sh <==
#!/bin/bash
# OpenROAD 26Q1-2900-gdf79404cd8, Yosys 0.63+post, stock flow scripts
make -C /OpenROAD-flow-scripts/flow DESIGN_CONFIG=/design/flow/config.mk WORK_HOME=/design/flow/orfs finish
==> ./config.mk <==
export PLATFORM = sky130hd
export DESIGN_NAME = Difftest
export DESIGN_NICKNAME = Difftest
export VERILOG_FILES = /design/flow/design.v
export SDC_FILE = /design/flow/constraint.sdc
export NUM_CORES = 4
export LEC_CHECK = 1
export CORE_AREA = 10 10 96 96
export DIE_AREA = 0 0 106 106
==> ./constraint.sdc <==
current_design Difftest

set clk_period 1.0
set clk_io_pct 0.2

create_clock -name clk0 -period $clk_period

set non_clock_inputs [all_inputs -no_clocks]
set_input_delay [expr $clk_period * $clk_io_pct] -clock clk0 $non_clock_inputs
set_output_delay [expr $clk_period * $clk_io_pct] -clock clk0 [all_outputs]
==> impl_metrics.csv <==
group,metric,value,unit
drt,via_count,1670,
floorplan,fp-utilization,0.136,
timing,slew_violations,0,
global_routing,grt_overflow,0,
synthesis,postSynthSeqShare,0,
global_routing,antenna_found_initial,0,
timing,max_freq,844,MHz
power,p_leak,1.93,nW
floorplan,rows,31,
drt,vias_per_cell,3.71,
final_layout,layout_top_cell,"dlygate4sd2_1",
synthesis,syn-instance-count,107,
min_path,hp-class,"in -> out",
min_path,hold_path_depth,3,
final_layout,regArea,0,sq um
critical_path,crit_fanout,6,
place,dp.cells,425,
timing,setup_viol,46,
timing,layout_setup_ws,-0.184,ns
floorplan,dieArea,11200,sq um
place,post-dp-hpwl,6.90,mm
synthesis,synth_cell_types,7,
critical_path,critPathArrivalTime,0.98,ns
final_layout,areaGrowthSynthToFinish,251,%
synthesis,avgSynthCellArea,9.18,sq um
min_path,hp-start,"IDReg_PC[15]",
drt,antenna_left,0,
global_routing,grt_pass1_wl,12.2,mm
timing,period_needed,1.18,ns
global_routing,grt_pass1_vias,1765,
critical_path,crit_required,0.80,ns
drt,drt_first_iter_violations,25,
run,maxCapViolations,0,
drt,wl,8.49,mm
final_layout,stdcell_count,450,
final_layout,n_clock_buffer,0,
global_routing,grt_usage,0.139,
synthesis,syn_area,982,sq um
status,status,"finished, violations left",
drt,first_pass_iters,4,
status,violations,"setup timing",
critical_path,setup.worst_path.start_class,"primary input",
final_layout,flop-count,0,
min_path,hold_end,"nextPC[15]",
global_routing,grt_max_degree,17,
synthesis,ys_cells,107,
timing,hold_violations,0,
critical_path,end_kind,"primary output",
timing,maxSlewHeadroom,0.926,
timing,rsz0062_at_grt,"true",
synthesis,ys_chip_area,982,sq um
critical_path,path_class,"in -> out",
clock_network,ctsHoldBuffers,0,
drt,wl_per_cell,18.9,um
power,vdd_ir_drop_max,0.000199,V
drt,drcViolationCount,0,
place,portBuffers,227,
final_layout,final_layout_size_suffix_gt1_frac,0.500,
floorplan,core,7210,sq um
floorplan,num_io_pins,227,
power,total_power,1.27,mW
final_layout,most-common-layout-cells,"105 x dlygate4sd2_1, 60 x buf_2, 44 x and2_1, 41 x buf_6, 32 x mux2_4",
place,place.gp.congestion,0.784,
floorplan,fp.dieH,106,um
synthesis,yosys_warnings,4,
power,power.density,368,nW/um^2
timing,tightest_slew,0.111,ns
timing,fin_crit_sh,1.18,
floorplan,die_x,106,um
run,warnings,34,
cell usage after synthesis:
| library cell | count | area, sq um |
|---|---|---|
| and2_1 | 64 | 400 |
| mux2_4 | 30 | 450 |
| buf_2 | 6 | 30.0 |
| buf_12 | 3 | 60.1 |
| mux2_2 | 2 | 22.5 |
| buf_4 | 1 | 7.51 |
| buf_6 | 1 | 11.3 |
layout make-up:
class              instances  area, sq um
multi-input cells         96          931
diodes                     1         2.50
repair buffers           254         2390
fillers                  719         3760
well taps                 99          124
kinds of logic (layout without fill, tap and decap cells):
group	count (synthesis)	after routing	share of synthesized area
and+or+nand+nor	64	64	0.408
muxes	32	32	0.482
buffers and inverters	11	254	0.111
other	0	1	0
power breakdown:
group          internal [mW]  switching [mW]
clock            0.000000134               0
sequential                 0               0
combinational          0.962           0.306
total                  0.962           0.306
how the worst max path moves through the flow:
stage,slack [ns],end,cells after the start,start
final,-0.18,nextPC[12],5,HoldPCsrc
after CTS,-0.19,nextPC[30],5,HoldPCsrc
after global routing,-0.20,nextPC[27],5,HoldPCsrc
critical path, stage by stage:
cell and delay [ns]:
buf_12 0.11, buf_12 0.13, buf_4 0.13, mux2_4 0.29
buf_6 0.11
layer usage:
| metal | vias to the layer above | GRT usage | share of wire |
|---|---|---|---|
| met5 | - | 0 | 0 |
| met4 | 0 | 0.00387 | 0.0032 |
| met3 | 2 | 0.0391 | 0.084 |
| met2 | 98 | 0.265 | 0.53 |
| met1 | 738 | 0.158 | 0.38 |
| li1 | 832 | - | - |
stage by stage:
step | cell area [sq um] | setup slack [ns] | setup TNS [ns] | hold slack (ns) | util
final | 3450 | -0.184 | -5.66 | 0.700 | 0.478
after global routing | 3450 | -0.200 | -6.35 | 0.709 | 0.478
after CTS | 3350 | -0.186 | -7.22 | 0.766 | 0.464
after detailed placement | 3320 | -0.804 | -65.52 | 1.33 | 0.461
after global placement | 3320 | -0.802 | -65.23 | 1.33 | 0.461
after floorplan | 982 | 0.0669 | 0 | 0.466 | -
repair_timing:
action / CTS / global route
buffers inserted: 18 / 0
endpoints found under the setup margin: 97 / 68
gates resized: 469 / 37
gates cloned: 8 / 0
pin swaps: 62 / 15
Power is estimated from default activity; no workload was simulated.
