==> flow/design.v <==
module ALU (
    input [32-1:0] A,  
    input [32-1:0] B,  
    input [3:0] ALUctr,  
    output reg Zero,  
    output reg Less,  
    output reg [32-1:0] ALUout  
);
wire [32-1:0] add;
wire [32-1:0] sub;
wire [32-1:0] shiftleft;
wire less_sign;
wire less_unsign;
wire [32-1:0] alu_xor;
wire [32-1:0] shift_right_l;
wire [32-1:0] shift_right_a;
wire [32-1:0] alu_or;
wire [32-1:0] alu_and;
assign add = A + B;
assign sub = A - B;
assign shiftleft = A << B[4:0];
assign less_sign = ($signed(A) < $signed(B))? 1'b1 : 1'b0;
assign less_unsign = (A < B)? 1'b1 : 1'b0;
assign alu_xor = A ^ B;
assign shift_right_l = A >> B[4:0];
assign shift_right_a = $signed(A) >>> B[4:0];
assign alu_or = A | B;
assign alu_and = A & B;
assign Less = ((ALUctr == 4'b0010) && less_sign) | ((ALUctr == 4'b1010) && less_unsign);
assign Zero = (A == B)? 1 : 0;
always @(*) begin
    casez (ALUctr)
        4'b0000: ALUout = add;
        4'b1000: ALUout = sub;
        4'bz001: ALUout = shiftleft;
        4'b0010: ALUout = {31'b0, less_sign};
        4'b1010: ALUout = {31'b0, less_unsign};
        4'bz011: ALUout = B;
        4'bz100: ALUout = alu_xor;
        4'bz111: ALUout = alu_and;
        4'bz110: ALUout = alu_or;
        4'b0101: ALUout = shift_right_l;
        4'b1101: ALUout = shift_right_a;
        default: ALUout = 0;
    endcase
end
endmodule
==> flow/run.sh <==
#!/bin/bash
# OpenROAD 26Q1-2900-gdf79404cd8, Yosys 0.63+post, stock flow scripts
make -C /OpenROAD-flow-scripts/flow DESIGN_CONFIG=/design/flow/config.mk WORK_HOME=/design/flow/orfs finish
==> flow/config.mk <==
export PLATFORM = sky130hd
export DESIGN_NAME = ALU
export DESIGN_NICKNAME = ALU
export VERILOG_FILES = /design/flow/design.v
export SDC_FILE = /design/flow/constraint.sdc
export NUM_CORES = 4
export LEC_CHECK = 1
export CORE_UTILIZATION = 50
==> flow/constraint.sdc <==
current_design ALU

set clk_period 9.8
set clk_io_pct 0.2

create_clock -name clk0 -period $clk_period

set non_clock_inputs [all_inputs -no_clocks]
set_input_delay [expr $clk_period * $clk_io_pct] -clock clk0 $non_clock_inputs
set_output_delay [expr $clk_period * $clk_io_pct] -clock clk0 [all_outputs]
==> impl_metrics.csv <==
group,metric,value,unit
run_status,status,"complete, no violations",
final_layout,n_fill_cell,1720,
global_route,overflow,0,
drt,vias,10700,
final_timing,tns,0,ns
synthesis,yosys_warnings,3,
placed_design,dp_hpwl,29400,um
die,ios,102,
critical_path,crit_path_start_kind,"input port",
final_timing,finalWorstSetupSlack,1.29,ns
drt,drc,0,
final_layout,design.seq.count,0,
critical_path,critical_path_class,"in -> out",
die,die_w,136,um
synthesis,yosys.area.top_type,"mux4_2",
power_and_ir_drop,p_leak,4.20,nW
critical_path,end_kind,"output port",
worst_hold_path,worstHoldStart,"ALUctr[2]",
critical_path,required,7.84,ns
placed_design,routabilityCongestion,1.04,
final_timing,setup_viol,0,
final_layout,layout.cells.most_common_list,"147 x nor2_1, 135 x a21oi_1, 110 x inv_1",
synthesis,top_cell_area_share,13.8,%
synthesis,topCellsByArea,"mux4_2 14%, ha_1 13%, a21oi_1 7.5%",
worst_hold_path,hold_end,"ALUout[14]",
final_layout,final-seq-area,0,um2
final_layout,drive_gt1_share,8.89,%
critical_path,cp-startpoint,"B[4]",
global_route,antenna_found_initial,0,
power_and_ir_drop,ir_drop,0.0448,mV
final_timing,slew_viol_final,0,
clock_tree,ctsHoldBuffers,0,
synthesis,syn-mean-instance-area,6.97,um2
job,cap_violations,0,
global_route,grt_max_degree,75,
drt,num_antenna_cells,0,
clock_tree,postCtsSetupBuffers,0,
synthesis,synth_cell_type_count,76,
final_timing,fmax,118,MHz
drt,drt_wl_total,38800,um
critical_path,crit_path_max_fanout,38,
worst_hold_path,min_path_type,"in -> out",
drt,drt_first_pass_iters,8,
synthesis,synth_seq_share,0,%
global_route,grt_pass1_vias,9641,
drt,first_iter_violations,1522,
die,std_cell_rows,48,
synthesis,yosys_area,0.00901,mm2
synthesis,syn_inst,1293,
final_timing,rsz0062_at_grt,"no",
job,warning_count,98,
final_timing,worst_slew_pin_slew,0.843,ns
final_timing,period_minus_slack,8.51,ns
synthesis,ys_cells,1293,
global_route,grt_usage,43.1,%
final_timing,min_period_over_period,86.8,%
placed_design,place_ws,1.46,ns
drt,wl_per_cell,25.2,um
synthesis,synth_area,0.00901,mm2
drt,via_per_inst,6.96,
critical_path,worstPathArrival,6.55,ns
final_timing,max_slew_margin,43.4,%
die,die_height,136,um
final_layout,area_growth,11.3,%
die,fp_util,51.7,%
drt,ant_nets,0,
final_layout,nClkBuffers,0,
power_and_ir_drop,p_per_area,62.0,mW/mm2
final_timing,finalHoldViolCount,0,
worst_hold_path,whs_path_depth,4,
final_layout,layout.cells.most_common,"nor2_1",
die,core-area,0.0174,mm2
global_route,grt_pass1_wl,58300,um
clock_tree,cts.repair.resized,0,
die,dieArea,0.0186,mm2
final_timing,whs,5.05,ns
placed_design,numPortBuffers,102,
worst max-delay path, stage by stage:
cell	delay, ns
clkdlybuf4s50_1	0.45
buf_4	0.37
clkinv_1	0.11
buf_4	0.22
ha_1	0.43
nor3_1	0.11
nor2b_1	0.15
o31ai_1	0.38
a211oi_1	0.21
nand2b_1	0.21
a221o_1	0.37
a21boi_1	0.33
a31oi_1	0.17
o41ai_1	0.49
clkdlybuf4s50_1	0.55
metal layers:
metal / routed length [um] / GRT usage, % / vias to the layer above
li1: - / - / 4861
met1: 15900 / 63.3 / 5019
met2: 16300 / 60.3 / 769
met3: 5320 / 14.1 / 80
met4: 1240 / 12.0 / 0
met5: 0 / 0 / -
cells by family (layout without fill, tap and decap cells):
kind of cell	Yosys count	count (layout)	share of synthesized area [%]
muxes	122	122	21.4
xor gates and xnor gates	21	21	2.04
buffers and inverters	219	242	9.82
and+or+nand+nor	366	366	18.3
AOI/OAI and AO/OA	466	466	34.5
adders and majority gates	99	99	13.9
Yosys cell counts (17+ instances only):
cell type and instances:
mux4_2 55, buf_2 19, a211oi_1 19, mux2i_1 55, ha_1 97, a21oi_1 135, o21ai_0 88, nand2_1 95
nor2_1 148, a22o_1 24, buf_1 17, nand3_1 17, clkbuf_1 62, a21o_1 17, nor3_1 31, a31oi_1 18
inv_1 110, o211ai_1 20
worst max path at each step:
stage | endpoint | slack (ns) | cells past startpoint
4_1_cts | ALUout[28] | 1.43 | 15
5_1_grt | ALUout[28] | 1.07 | 15
6_report | ALUout[28] | 1.29 | 15
cell type report:
type,instances,area (um2),share of cell area [%]
Multi-Input combinational cell,1074,8120,81.1
Timing Repair Buffer,129,1190,11.9
Inverter,113,424,4.23
Tap cell,225,282,2.81
stage by stage:
step | instance area (um2) | utilization, % | std cells | power (mW)
finish | 10000 | 57.5 | 1541 | 0.621
global placement | 10000 | 57.5 | 1541 | 0.600
global route | 10000 | 57.5 | 1541 | 0.665
detailed placement | 10000 | 57.5 | 1541 | 0.598
CTS | 10000 | 57.5 | 1541 | 0.602
floorplan | 9010 | - | 1293 | 0.383
power by group:
group          internal, mW  switching, mW
sequential                0              0
clock                     0              0
combinational         0.257          0.365
Power figures rest on the tool's default switching activity, not on a simulated workload.
